[design.v]
module DisplayChange(change, changeLED1, changeLED2);
input [3:0] change;  
output [0:7] changeLED1, changeLED2; 
	always @(change) begin
		 case (change)
			  0: begin
					changeLED1 = 8'b00000011;
					changeLED2 = 8'b00000011;
			  end
			  1: begin
					changeLED1 = 8'b00000011;
					changeLED2 = 8'b10011111;
			  end
			  2: begin
					changeLED1 = 8'b00000011;
					changeLED2 = 8'b00100101;
			  end
			  3: begin
					changeLED1 = 8'b00000011;
					changeLED2 = 8'b00001101;
			  end
			  4: begin
					changeLED1 = 8'b00000011;
					changeLED2 = 8'b10011001;
			  end
			  5: begin
					changeLED1 = 8'b00000011;
					changeLED2 = 8'b01001001; 
			  end
			  6: begin
					changeLED1 = 8'b00000011;
					changeLED2 = 8'b01000001;
			  end
			  7: begin
					changeLED1 = 8'b00000011;
					changeLED2 = 8'b00011111;
			  end
			  8: begin
					changeLED1 = 8'b00000011;
					changeLED2 = 8'b00000001;
			  end
			  9: begin
					changeLED1 = 8'b00000011;
					changeLED2 = 8'b00001001;
			  end
			  10: begin
					changeLED1 = 8'b10011111;
					changeLED2 = 8'b00000011;
			  end
			  default: begin
					changeLED1 = 8'b11111101; 
					changeLED2 = 8'b11111101; 
			  end
		 endcase
	end
endmodule
[run.sh]
#!/bin/bash
# OpenROAD 26Q1-2900-gdf79404cd8, Yosys 0.63+post, stock flow scripts
make -C /OpenROAD-flow-scripts/flow DESIGN_CONFIG=/design/flow/config.mk WORK_HOME=/design/flow/orfs finish
[config.mk]
export PLATFORM = sky130hd
export DESIGN_NAME = DisplayChange
export DESIGN_NICKNAME = DisplayChange
export VERILOG_FILES = /design/flow/design.v
export SDC_FILE = /design/flow/constraint.sdc
export NUM_CORES = 4
export LEC_CHECK = 1
export CORE_AREA = 10 10 70 70
export DIE_AREA = 0 0 80 80
[constraint.sdc]
current_design DisplayChange

set clk_period 1.0
set clk_io_pct 0.2

create_clock -name clk0 -period $clk_period

set non_clock_inputs [all_inputs -no_clocks]
set_input_delay [expr $clk_period * $clk_io_pct] -clock clk0 $non_clock_inputs
set_output_delay [expr $clk_period * $clk_io_pct] -clock clk0 [all_outputs]
==> flow report <==
================================================================================
Crit path time final ..............................................      1220 ps
Mean instance size in the synthesized netlist .....................     6.54 µm²
Total inserted antenna cells ......................................            0
Final hold vios ...................................................            0
Residual overflow from global routing .............................            0
Data required, critical path ......................................       800 ps
First-pass iteration count of the detailed router .................            2
Cell Area, Synth ..................................................      255 µm²
Synth Seq Share ...................................................            0
Arrival time at the worst endpoint ................................      1020 ps
Detail-routed net length per standard cell ........................      8.58 µm
Maximum number of pins on one net before global-route repair ......           11
Global-route wire length before repair ............................      1.42 mm
Number of primary I/O pins ........................................           20
Standard-cell rows ................................................           21
Number of global-route vias before repair .........................          335
Cycle use final ...................................................         1.22
Post-Place Cells ..................................................          103
Highest Clock Rate ................................................    0.821 GHz
Count of port buffers added during placement ......................           18
Average vias per placed instance ..................................         2.99
Detailed Route WL .................................................       952 µm
Post-Synthesis Cells ..............................................           39
Setup-failing EPs final ...........................................           12
Layout filler cell count ..........................................          375
Leak Pwr ..........................................................     0.317 nW
Syn-to-layout area delta ..........................................         142%
Ys cells ..........................................................           39
Cts-stage hold buffer count .......................................            0
Critical Path Sink Type ...........................................  output port
Layout sequential cell count ......................................            0
Synth warn ........................................................           25
Power density relative to cell area ...............................   382 nW/µm²
Post-route worst setup slack ......................................      -218 ps
Antenna violation net count after detailed routing ................            0
Initial antenna violation count ...................................            0
Total via count after detailed routing ............................          332
Post-placement cell area ..........................................      485 µm²
Clkbuf count ......................................................            0
Path type of the worst setup path ................................. primary input to output port
Register area .....................................................        0 µm²
Number of unique standard cell types used by synthesis ............           17
Routability-driven placement congestion ratio .....................        0.811
Total number of warnings across the stage logs ....................           38
Violated checks ................................................... negative setup slack
Max-cap violations ................................................            0
Startpoint type of the worst setup path ........................... primary input
Area enclosed by the die boundary .................................     6400 µm²
Worst hold margin .................................................       730 ps
Die y size ........................................................        80 µm
Chip Area, Yosys ..................................................      255 µm²
Number of standard cells in the final layout excluding fillers ....          111
Total Routing Usage GR ............................................       0.0254
Number of pins exceeding their max-slew limit in the final report .            0
Cell area after layout ............................................      617 µm²
Type of the most critical hold path ............................... primary input to output port
Crit-path max FO ..................................................            3
Worst vdd ir ......................................................  0.0000605 V
Proportion of layout cells with a drive suffix above 1 ............        0.738
Effective utilization at floorplan ................................       0.0747
Number of DRC violations after detailed routing ...................            0
Area of combinational cells with multiple inputs ..................      253 µm²
Detail Placement HPWL .............................................       723 µm
Horiz. Die Dim ....................................................        80 µm
Core Region .......................................................     3420 µm²
Starting DRT DRC Count ............................................            9
Run status ........................................................ finished with violations
RSZ-0062 raised after global routing ..............................         true
================================================================================
-- worst paths after layout --
check	from	end	slack [ps]	depth (start not counted)
setup / recovery	change[0]	changeLED2[5]	-220	7
hold / removal	change[0]	changeLED2[4]	730	4
-- metal layers --
metal	share of wire	up-vias	track usage
met5	0	-	0
li1	-	172	-
met1	0.40	149	0.0277
met4	0	0	0
met3	0.076	0	0.00455
met2	0.52	11	0.0514
-- cell families after synthesis --
group / Yosys count / synth area share
buffers and inverters: 12 / 0.294
and+or+nand+nor: 11 / 0.235
adders and majority gates: 5 / 0.245
AOI/OAI and AO/OA: 10 / 0.211
other: 1 / 0.0147
-- where the power goes --
group	internal [W]	switching (W)	total [W]
sequential	0	0	0
clock	0	0	0
combinational	0.000141	0.0000946	0.000235
-- placed cells by master (no fill, tap or decap), types with 2 or more instances in the layout --
master and n:
sky130_fd_sc_hd__buf_6 4, sky130_fd_sc_hd__o21ai_2 2, sky130_fd_sc_hd__nand2_2 2, sky130_fd_sc_hd__buf_8 2
sky130_fd_sc_hd__ha_2 2, sky130_fd_sc_hd__buf_4 12, sky130_fd_sc_hd__ha_1 2, sky130_fd_sc_hd__buf_2 9
sky130_fd_sc_hd__a21oi_1 2, sky130_fd_sc_hd__a21oi_2 3, sky130_fd_sc_hd__conb_1 2, sky130_fd_sc_hd__o21ai_1 2
sky130_fd_sc_hd__inv_4 3, sky130_fd_sc_hd__nor2_4 2, sky130_fd_sc_hd__dlymetal6s2s_1 4
-- what timing repair did --
action                     in CTS  in global routing
setup endpoints to repair      14                 14
setup buffers                   6                  2
resized                        74                 20
pin swaps                      13                 12
-- layout make-up --
type                            count  area share
Inverter                            5      0.0426
Multi-Input combinational cell     28       0.410
Timing Repair Buffer               32       0.454
Tap cell                           46      0.0933
-- metrics by stage --
step	setup TNS (ps)	total power (W)	util	setup slack, ps
after global placement	-13230	0.000190	0.142	-1020
after floorplan	0	0.0000752	-	28.0
after CTS	-2160	0.000209	0.159	-243
final	-1130	0.000235	0.181	-218
after detailed placement	-13180	0.000190	0.142	-1030
after global routing	-1600	0.000262	0.181	-275
-- critical path, stage by stage --
cell                      delay (ps)
sky130_fd_sc_hd__buf_8           110
sky130_fd_sc_hd__ha_4            170
sky130_fd_sc_hd__buf_6           120
sky130_fd_sc_hd__buf_4           120
sky130_fd_sc_hd__a21oi_2         120
sky130_fd_sc_hd__a21oi_1          70
sky130_fd_sc_hd__buf_2           110
-- synthesized netlist by cell type (all sizes together) --
cell type | number | area, µm²
conb | 1 | 3.75
nand2 | 3 | 11.3
buf | 7 | 56.3
ha | 5 | 62.6
nand3 | 1 | 5.00
or2 | 1 | 6.26
inv | 4 | 15.0
nor3 | 1 | 16.3
nand2b | 1 | 6.26
o21ai | 5 | 28.8
a21oi | 5 | 25.0
clkinv | 1 | 3.75
nor2 | 4 | 15.0
Power figures rest on the tool's default switching activity, not on a simulated workload.

### run.sh
#!/bin/bash
# OpenROAD 26Q1-2900-gdf79404cd8, Yosys 0.63+post, stock flow scripts
make -C /OpenROAD-flow-scripts/flow DESIGN_CONFIG=/design/flow/config.mk WORK_HOME=/design/flow/orfs finish
### design.v
module DisplayBalance (clk, balance, balanceLED1, balanceLED2, balanceLED3);
	input clk;
	input[7:0] balance;
   output [0:7] balanceLED1, balanceLED2, balanceLED3;
	always @(posedge clk) begin
		 case (balance)
			  0: begin
					balanceLED1 = 8'b00000010;  
					balanceLED2 = 8'b00000011;  
					balanceLED3 = 8'b00000011;  
			  end
			  25: begin
					balanceLED1 = 8'b00000010;  
					balanceLED2 = 8'b00100101;  
					balanceLED3 = 8'b01001001;  
			  end
			  50: begin
					balanceLED1 = 8'b00000010;  
					balanceLED2 = 8'b01001001;  
					balanceLED3 = 8'b00000011;  
			  end
			  75: begin
					balanceLED1 = 8'b00000010;  
					balanceLED2 = 8'b00011111;  
					balanceLED3 = 8'b01001001;  
			  end
			  100: begin
					balanceLED1 = 8'b10011110;  
					balanceLED2 = 8'b00000011;  
					balanceLED3 = 8'b00000011;  
			  end
			  125: begin
					balanceLED1 = 8'b10011110;  
					balanceLED2 = 8'b00100101;  
					balanceLED3 = 8'b01001001;  
			  end
			  150: begin
					balanceLED1 = 8'b10011110;  
					balanceLED2 = 8'b01001001;  
					balanceLED3 = 8'b00000011;  
			  end
			  175: begin
					balanceLED1 = 8'b10011110;  
					balanceLED2 = 8'b00011111;  
					balanceLED3 = 8'b01001001;  
			  end
			  200: begin
					balanceLED1 = 8'b00100100;  
					balanceLED2 = 8'b00000011;  
					balanceLED3 = 8'b00000011;  
			  end
			  225: begin
					balanceLED1 = 8'b00100100;  
					balanceLED2 = 8'b00100101;  
					balanceLED3 = 8'b01001001;  
			  end
			  250: begin
					balanceLED1 = 8'b00100100;  
					balanceLED2 = 8'b01001001;  
					balanceLED3 = 8'b00000011;  
			  end
			  default: begin
					balanceLED1 = 8'b11111101;  
					balanceLED2 = 8'b11111101;  
					balanceLED3 = 8'b11111101;  
			  end
		 endcase
	end
endmodule
### constraint.sdc
current_design DisplayBalance

set clk_period 3.1
set clk_io_pct 0.2

create_clock -name clk0 -period $clk_period [get_ports {clk}]

set non_clock_inputs [all_inputs -no_clocks]
set_input_delay [expr $clk_period * $clk_io_pct] -clock clk0 $non_clock_inputs
set_output_delay [expr $clk_period * $clk_io_pct] -clock clk0 [all_outputs]
### config.mk
export PLATFORM = sky130hd
export DESIGN_NAME = DisplayBalance
export DESIGN_NICKNAME = DisplayBalance
export VERILOG_FILES = /design/flow/design.v
export SDC_FILE = /design/flow/constraint.sdc
export NUM_CORES = 4
export LEC_CHECK = 1
export CORE_AREA = 10 10 70 70
export DIE_AREA = 0 0 80 80
==> impl_metrics.tcl <==
# flow metrics
set metrics [dict create \
    post-route-drc-count 0 \
    post_cts_resized 0 \
    ys.warnings.count 37 \
    cp_data_required_time_ps 3240 \
    critPathLaunchType "input pin" \
    cts_post_setup_buffers_inserted 0 \
    fin_ws_ps 785 \
    dp_cells 157 \
    timing.critical_path.fanout_max 12 \
    power.leakage_uw 0.000415 \
    grt_first_pass_wirelength_mm 2.97 \
    hpwl_mm 1.50 \
    clk_buf_depth 2 \
    chip_area_um2 6400 \
    outcome "complete, no violations" \
    synthCells 94 \
    final.min_clock_period_ps 2310 \
    diodes 0 \
    synth_cell_types 36 \
    synthToLayoutAreaGrowth_pct 35.6 \
    crit_buf_inv 1 \
    vias_per_cell 4.41 \
    layout-drive-gt1-share 0.130 \
    clk_root_buffer_cell "clkbuf_4" \
    die_w_um 80 \
    ant_nets 0 \
    final_cycle_utilization_of_the_critical_path 0.747 \
    worstSetupStartpoint "balance[5]" \
    report.final.hold_viol_count 0 \
    route.final.wire_length_mm 1.80 \
    cp_top_family "simple AND/OR/NAND/NOR gates" \
    worstSetupEndpoint "balanceLED2[1]" \
    numClockSinks 15 \
    cp_cell_sequence "clkdlybuf4s50_1, nand2_2, or4_1, a32o_2, nand3_4, nand2_1" \
    htree_levels 1 \
    first_global_vias 673 \
    synth-area-yosys_um2 802 \
    syn_area_per_cell_um2 8.53 \
    end_kind "flip-flop" \
    crit_cells 6 \
    vdd_ir_drop_max_mv 0.107 \
    core_util_floorplan 0.235 \
    post_layout_nonfiller_instances 161 \
    fmaxAchievable_mhz 432 \
    pin_count 33 \
    port_buffers 30 \
    die_y_um 80 \
    setup_viol 0 \
    clkSlewWorstSetupHoldPaths_ps 70 \
    max_cap_violations 0 \
    average_detailed_routed_wire_length_per_instance_um 11.2 \
    slowest_delay_ps 700 \
    drtIter0Drc 46 \
    netlist_area_um2 802 \
    largest_net_degree_at_the_start_of_global_routing 16 \
    final_global_route_overflow_total 0 \
    ys_ff 15 \
    global_route.usage.total 0.0542 \
    post_route_cell_area_um2 1090 \
    drt_pre_antenna_iters 4 \
    placeableCoreArea_um2 3420 \
    yosys_cells 94 \
    placementRows 21 \
    fillerInstances 353 \
    pre_cts_ws_ps 514 \
    grt_setup_unrepaired "no" \
    criticalPathCategory "in -> reg" \
    slowest_stage "clkdlybuf4s50_1" \
    ys_seq_share 0.374 \
    stage_log_warning_count 25 \
    gpl.final_weighted_congestion 0.860 \
    numCtsBuffers 3 \
    min-delay-path-class "in -> reg" \
    pwr_density_cell_nw_per_um2 348 \
    drv_slew 0 \
    cts_tree "yes" \
    cts_hold_repair.buffers 0 \
    worst-endpoint-arrival_ps 2460 \
    post_dp_cell_area_um2 1060 \
    vias 710 \
    tns_ps 0 \
    grt_antenna_before_repair 0 \
]
[routing by layer]
| metal | vias up | wire length, µm | GRT usage |
|---|---|---|---|
| li1 | 362 | - | - |
| met1 | 311 | 838 | 0.0750 |
| met2 | 35 | 695 | 0.0778 |
| met3 | 2 | 262 | 0.0205 |
| met4 | 0 | 6 | 0.0123 |
| met5 | - | 0 | 0 |
[synthesized netlist by cell type]
master,number,area (µm²)
nor3_1,6,30.0
or4b_1,1,10.0
a21oi_1,1,5.00
nand3_1,3,15.0
and3_2,1,7.51
conb_1,1,3.75
nor4bb_1,1,10.0
nand4_1,1,6.26
or4_1,1,7.51
a211o_1,1,8.76
a31oi_1,2,12.5
o21ai_1,1,5.00
nand4b_1,1,8.76
a211oi_1,2,15.0
and2_4,1,8.76
buf_2,2,10.0
nand2_1,8,30.0
nand3_4,1,17.5
nand3_2,2,20.0
and3_1,3,18.8
dfxtp_1,15,300
a32o_2,1,11.3
nand3b_1,1,7.51
nor2_1,7,26.3
o211ai_1,2,15.0
clkbuf_1,1,3.75
clkbuf_8,1,13.8
or3_1,1,6.26
buf_4,10,75.1
and2_1,3,18.8
inv_2,5,18.8
a41oi_1,1,8.76
or3b_1,2,17.5
and4b_1,1,10.0
nand2_2,1,6.26
nand2b_1,2,12.5
[flip-flops by register name, summed over array words and instances, names as in the netlist]
name         count
balanceLED2      7
balanceLED3      3
balanceLED1      5
[final cells by class]
type	instances	area, µm²	area share
well taps	46	57.6	0.0529
inverters	5	18.8	0.0173
repair buffers	30	300	0.276
flip-flops and latches	15	300	0.276
multi-input cells	61	384	0.353
clock buffers	4	26.3	0.0242
[layout by cell type, fill, tap and decap left out, types with 2 or more instances in the layout]
| master | n |
|---|---|
| a211oi_1 | 2 |
| a31oi_1 | 2 |
| and2_1 | 3 |
| and3_1 | 3 |
| clkbuf_4 | 3 |
| clkdlybuf4s50_1 | 30 |
| conb_1 | 2 |
| dfxtp_1 | 15 |
| inv_2 | 5 |
| nand2_1 | 8 |
| nand2b_1 | 2 |
| nand3_1 | 3 |
| nand3_2 | 2 |
| nor2_1 | 7 |
| nor3_1 | 6 |
| o211ai_1 | 2 |
| or3b_1 | 2 |
[cell families (layout without fill, tap and decap cells)]
logic type             count (synthesis)  in the layout  synth area share
DFF                                   15             15             0.374
buffers and inverters                 19             39             0.151
other                                  1              2           0.00468
AOI/OAI and AO/OA                     11             11             0.101
and+or+nand+nor                       48             48             0.368
[per-stage QoR]
stage	util	power, µW	hold slack [ps]
2_1_floorplan	-	246	851
3_3_place_gp	0.311	283	1290
3_5_place_dp	0.311	284	1290
4_1_cts	0.318	384	1250
5_1_grt	0.318	402	1320
6_report	0.318	378	1260
[power by group]
part | switching [µW] | internal, µW
sequential | 3.29 | 202
clock | 49.9 | 49.7
combinational | 29.6 | 43.2
total | 82.8 | 295
[worst min path at each step]
| stage | start | to | slack (ps) | depth (start not counted) |
|---|---|---|---|---|
| after CTS | balance[7] | balanceLED2[2] | 1250 | 4 |
| after global routing | balance[6] | balanceLED1[5] | 1320 | 3 |
| final | balance[7] | balanceLED2[2] | 1260 | 4 |
No activity file was given, so power comes from the tool's default toggle rates.
